`/design/flow/design.v`:
```
 module CONT8(clk, en, rst, out);
    input  clk, rst, en;
    output reg [7:0] out;
    reg [7:0] temp;
    always @(posedge clk or negedge rst)
      if(!rst) begin
	out <= 8'b0;
	temp<=8'b0;
	end
      else begin
      if(en) begin
	temp <= out + 1;
	out<=out+1;
	end
      else temp<=out;
	end
  endmodule
```
`/design/flow/run.sh`:
```
#!/bin/bash
# OpenROAD 26Q1-2900-gdf79404cd8, Yosys 0.63+post, stock flow scripts
make -C /OpenROAD-flow-scripts/flow DESIGN_CONFIG=/design/flow/config.mk WORK_HOME=/design/flow/orfs finish
```
`/design/flow/config.mk`:
```
export PLATFORM = sky130hd
export DESIGN_NAME = CONT8
export DESIGN_NICKNAME = CONT8
export VERILOG_FILES = /design/flow/design.v
export SDC_FILE = /design/flow/constraint.sdc
export NUM_CORES = 4
export LEC_CHECK = 1
export CORE_AREA = 10 10 70 70
export DIE_AREA = 0 0 80 80
```
`/design/flow/constraint.sdc`:
```
current_design CONT8

set clk_period 1.8
set clk_io_pct 0.2

create_clock -name clk0 -period $clk_period [get_ports {clk}]

set non_clock_inputs [all_inputs -no_clocks]
set_input_delay [expr $clk_period * $clk_io_pct] -clock clk0 $non_clock_inputs
set_output_delay [expr $clk_period * $clk_io_pct] -clock clk0 [all_outputs]
```
==> flow_metrics.py <==
# Metrics from the implementation run
metrics = {
    "status": {
        "status": "finished, final reports clean",
    },
    "worst_setup_path": {
        "cp.required_ns": 1.44,
        "rrSetupSlack_ns": 0.68,
        "rr_worst_depth": 4,
        "arrival_ns": 1.20,
        "crit_path_max_fanout": 5,
        "r2r_end": "out[6]$_DFFE_PN0P_",
        "path_buffers": 1,
        "max_stage_delay_ns": 0.51,
        "crit_chain": "clkdlybuf4s50_1",
        "path_delay_family": "buffers and inverters",
        "cp_slowest_cell": "clkdlybuf4s50_1",
        "r2r_start": "out[0]$_DFFE_PN0P_",
        "startpoint_type": "flop",
        "cp-end-kind": "primary output",
        "path_class": "flop to primary output",
    },
    "sta": {
        "setup-violations-final": 0,
        "finalHoldViolations": 0,
        "tightest_slew_ns": 0.3566,
        "fmax_mhz": 639.7,
        "final_max_slew_viol_count": 0,
        "rsz0062_at_grt": "false",
        "finalCritPeriodShare": 0.8685,
        "setup_slack_ns": 0.2367,
        "max_slew_margin": 0.7615,
        "fin_hold_ws_ns": 0.3793,
        "post-route-min-period_ns": 1.563,
        "final.setup.tns_ns": 0,
        "fin_skew_ns": 0.001975,
    },
    "yosys": {
        "yosysUniqueCellTypes": 10,
        "ys_ff": 8,
        "syn_avg_cell_area_um2": 12.99,
        "ys_chip_area_um2": 337.8,
        "seq_area_frac_synth": 0.5926,
        "synthCells": 26,
        "syn-cell-area_um2": 337.8,
        "ys_cells": 26,
        "yosys_warnings": 1,
    },
    "route": {
        "drtIter0Drc": 37,
        "dr.pass1.iters": 2,
        "antenna_cells_inserted": 0,
        "wirelength_um": 761,
        "vias_per_cell": 2.929,
        "wl_per_cell_um": 8.953,
        "drc": 0,
        "ant_nets": 0,
        "routed-via-count": 249,
    },
    "power": {
        "peakVddDrop_mv": 0.4474,
        "p_clk_frac": 0.183,
        "switchingPower_uw": 228.7,
        "p_leak_uw": 0.0002125,
        "seqPwrFrac": 0.481,
        "power_uw": 751.4,
        "power_frac_comb": 0.336,
        "powerDensity_nw_per_um2": 1451,
        "p_int_uw": 522.6,
        "swShare": 0.3044,
    },
    "flow_run": {
        "log.warning_count": 25,
        "maxCapViolCount": 0,
    },
    "finish": {
        "n_fill_cell": 390,
        "largest_reg_flops": 8,
        "top_register": "out",
        "layout_top_cell": "clkdlybuf4s50_1",
        "reg.largest.list": "out: 8 flops",
        "drive_gt1_frac": 0.1538,
        "lay_top_cells": "10 x clkdlybuf4s50_1, 8 x dfrtp_1, 4 x xor2_1",
        "finish.utilization": 0.1516,
        "syn2layout_area_growth_pct": 53.33,
    },
    "grt": {
        "antenna_found_initial": 0,
        "grt-ovfl-total": 0,
        "grt_max_degree": 9,
        "grt_pass1_vias": 262,
        "grt_pass1_wl_um": 1207,
        "grt_usage": 0.02492,
    },
    "floorplan": {
        "core_region_area_um2": 3416,
        "chipArea_um2": 6400,
        "dieHeight_um": 80,
        "boundaryPins": 11,
        "row_count": 21,
        "fp-utilization": 0.09890,
        "die_w_um": 80,
    },
    "clocking": {
        "numCtsBuffers": 3,
        "clk_pin_slew_ns": 0.05,
        "cts_max_level": 1,
        "cts_tree": "built",
        "clock_latency_ns": 0.25,
        "cts_buffer_depth": 2,
        "clockRootBuffer": "clkbuf_4",
        "clock-sinks": 8,
        "cts_setup_buffers": 0,
        "post_cts_resized": 0,
        "holdBufCountCts": 0,
    },
    "hold_path": {
        "hp-class": "input port to asynchronous set/reset pin",
    },
    "placement": {
        "place_congestion": 0.7230,
        "dpl.hpwl_um": 605.4,
        "post-place-ws_ns": 0.3047,
        "port_buffers": 10,
    },
}
synth_stat cells:
| cell type | n | share of area |
|---|---|---|
| mux2_2 | 1 | 0.033 |
| xor2_1 | 4 | 0.10 |
| nand2_1 | 2 | 0.022 |
| nor2_1 | 2 | 0.022 |
| nand4_2 | 1 | 0.037 |
| dfrtp_1 | 8 | 0.59 |
| nand4_1 | 3 | 0.056 |
| nor2_2 | 1 | 0.019 |
| xnor2_1 | 3 | 0.078 |
| ha_1 | 1 | 0.037 |
worst register-to-register path: stages (launching register included):
cell and delay, ns:
dfrtp_1 0.44, ha_1 0.21, nand2_1 0.08, nor2_1 0.14, xor2_1 0.16
kinds of logic after synthesis:
family,count (synthesis),synth area share
adder cells (fa/ha/maj),1,0.03703
XOR/XNOR,7,0.1815
AND/OR/NAND/NOR,9,0.1556
multiplexers,1,0.03333
flip-flops,8,0.5926
how the worst max path moves through the flow:
stage	from	to	slack, ns	cells after the start
finish	out[0]$_DFFE_PN0P_	out[0]	0.24	1
global route	out[0]$_DFFE_PN0P_	out[0]	0.17	1
CTS	out[0]$_DFFE_PN0P_	out[0]	0.22	1
routing by layer:
| metal | track usage | vias up | routed length (um) |
|---|---|---|---|
| met2 | 0.02729 | 11 | 274 |
| met5 | 0 | - | 0 |
| met1 | 0.03043 | 119 | 340 |
| met4 | 0.003521 | 0 | 6 |
| met3 | 0.02955 | 2 | 140 |
| li1 | - | 117 | - |
power by group through the flow:
stage         registers (uW)  logic [uW]  clock network, uW
finish                   361         252                138
global route             378         292                154
CTS                      364         260                141
cell type report:
| cell class | instances | area (um^2) | area share |
|---|---|---|---|
| sequential | 8 | 200.2 | 0.3865 |
| tap | 46 | 57.56 | 0.1111 |
| multi-input combinational | 18 | 137.6 | 0.2657 |
| timing repair buffer | 10 | 100.1 | 0.1932 |
| clock buffer | 3 | 22.52 | 0.04348 |
metrics by stage:
stage	area, um^2	cells
finish	518.0	85
CTS	518.0	85
global placement	495.5	82
global route	518.0	85
detailed placement	495.5	82
floorplan	337.8	26
No activity file was given, so power comes from the tool's default toggle rates.
